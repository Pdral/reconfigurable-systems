==> design/flow/design.v <==
module ram(clk, address_write,
          data_write, write_enable,
           address_read, data_read);
  parameter D_WIDTH = 16; parameter A_WIDTH = 4; parameter A_MAX = 16;
  input clk;
  input [A_WIDTH-1:0] address_write;
  input [D_WIDTH-1:0] data_write;
  input write_enable;
  input [A_WIDTH-1:0] address_read;
  output logic [D_WIDTH-1:0] data_read;
  logic [D_WIDTH-1:0] memory [A_MAX-1:0];
  always_ff @(posedge clk) begin
    if(write_enable) begin
      memory[address_write] <= data_write;
    end
  end
  always_ff @(posedge clk) begin
    data_read <= memory[address_read];
  end
endmodule
==> design/flow/run.sh <==
#!/bin/bash
# OpenROAD 26Q1-2900-gdf79404cd8, Yosys 0.63+post, stock flow scripts
make -C /OpenROAD-flow-scripts/flow DESIGN_CONFIG=/design/flow/config.mk WORK_HOME=/design/flow/orfs finish
==> design/flow/config.mk <==
export PLATFORM = sky130hd
export DESIGN_NAME = ram
export DESIGN_NICKNAME = ram
export VERILOG_FILES = /design/flow/design.v
export SDC_FILE = /design/flow/constraint.sdc
export NUM_CORES = 4
export LEC_CHECK = 1
export CORE_UTILIZATION = 30
==> design/flow/constraint.sdc <==
current_design ram

set clk_period 3.0
set clk_io_pct 0.2

create_clock -name clk0 -period $clk_period [get_ports {clk}]

set non_clock_inputs [all_inputs -no_clocks]
set_input_delay [expr $clk_period * $clk_io_pct] -clock clk0 $non_clock_inputs
set_output_delay [expr $clk_period * $clk_io_pct] -clock clk0 [all_outputs]
==> results.cfg <==
; synthesis and place-and-route metrics
[floorplan]
die_width_um = 185
die_y_um = 185
boundaryPins = 42
die_area_um2 = 34200
core_um2 = 32700
fp_util = 0.307
fp-row-count = 66

[synthesis]
synth_cell_area_um2 = 10000
ys_ff = 272
post_synth_inst_count = 432
yosys.cell_types.count = 19
post_synth.cell_area_avg_um2 = 23.2
yosys.stat.seqShare = 0.797
yosys.stat.chipArea_um2 = 10000
yosys_warnings = 1
yosysCellCount = 432

[setup_path]
critical_path.startpoint_type = flop
r2r_cells = 3
cp.buffers_inverters = 1
data_required_critical_path_ns = 2.40
path_max_fanout = 1
worst_path_dominant_cell_family = buffers and inverters
crit-reg2reg-launch = memory[0][10]
cp_slowest_stage_delay_ns = 0.46
crit_path_end_kind = output pin
path_class = flop to output pin
worst_path_cell_chain = clkdlybuf4s50_1
crit_reg_reg_endpoint = data_read[10]
worstPathArrival_ns = 1.32
reg_to_reg_slack_setup_ns = 1.65
crit_slowest_cell = sky130_fd_sc_hd__clkdlybuf4s50_1

[final_layout]
register_area_um2 = 8010
layout-drive-gt1-share = 0.282
syn2layout_area_growth_pct = 20.6
n_fill_cell = 2950
layout.area.comb_um2 = 1960

[drt]
drc_errors = 0
route.detailed.vias_per_inst = 4.67
aggregate_routed_wire_length_mm = 19.4
drt_pre_antenna_iters = 4
via_count = 4565
initialDrtViolationCount = 254
detail-route-antenna-nets = 0
wire_per_inst_um = 19.9
diodes = 0

[cts]
cts_buffer_depth = 3
ctsRootBufferMaster = sky130_fd_sc_hd__clkbuf_16
clock_h_tree_levels = 1
clock_sinks = 272
clk_latency_ns = 0.53
cts_tree = yes
cts_repair_resize_count = 0
clock_slew_at_the_register_clock_pins_of_the_worst_setup_and_hold_paths_ns = 0.06
post_cts.repair.setup_buffers = 0
cts_stage_hold_buffer_count = 0
number_of_buffers_created_by_cts = 28

[timing]
final_critical_path_setup_slack_ns = 1.08
max_freq_ghz = 0.521
final.setup_skew_ns = 0.00978
finalSetupViolCount = 0
report.final.slew_viol_count = 0
slew_headroom = 0.595
rsz_0062_raised_after_global_routing = no
slew_at_the_pin_with_the_worst_max_slew_slack_ns = 0.607
finalCriticalPeriod_ns = 1.92
finalHoldViolations = 0
period_used_share = 0.640
fin_tns_setup_ns = 0

[global_routing]
grt_first_pass_wirelength_mm = 30.1
first_global_vias = 5250
grt_ovf = 0
track_usage = 0.129
grt_antenna_before_repair = 0
grt_start_max_net_pins = 30

[placed_design]
dp_hpwl_mm = 11.5
place_worst_setup_slack_ns = 0.546
gp_congestion = 0.768
portBuffers = 41

[hold_path]
worst_hold_startpoint = memory[4][7]
hold-path-cell-count = 3
timing.hold.worst_endpoint = data_read[7]
min-delay-path-class = flop to flop

[flow_run]
number_of_warnings_the_tools_reported = 25
cap_violations = 0

[power_and_ir_drop]
static-leakage-power_nw = 3.85
pwr_density_cell_nw_per_um2 = 669
vdd.ir_drop.worst_uv = 421

[status]
outcome = completed
[metal layers]
metal,part of all wire,global-route usage,up-vias
li1,-,-,2004
met1,0.35,0.152,2233
met2,0.48,0.199,291
met3,0.16,0.0924,37
met4,0.021,0.0235,0
met5,0,0,-
[state kept, by name, summed over array words and instances (netlist names)]
| signal | count |
|---|---|
| memory | 256 |
| data_read | 16 |
[worst max path at each step]
| stage | cells past startpoint | startpoint | slack (ns) | endpoint |
|---|---|---|---|---|
| after CTS | 1 | data_read[7] | 1.03 | data_read[7] |
| after global routing | 4 | write_enable | 1.01 | memory[0][3] |
| final | 1 | data_read[7] | 1.08 | data_read[7] |
[report_power, final]
part	internal, mW	switching, mW	total (mW)	leakage (nW)
logic	0.200	0.202	0.402	0.952
registers	4.25	0.0213	4.27	2.45
clock network	2.03	1.40	3.43	0.452
[cells in the mapped netlist]
cell / count / area share
sky130_fd_sc_hd__edfxtp_1: 256 / 0.77
sky130_fd_sc_hd__mux4_2: 54 / 0.12
sky130_fd_sc_hd__a22oi_1: 32 / 0.024
sky130_fd_sc_hd__nand2_1: 17 / 0.0064
sky130_fd_sc_hd__dfxtp_1: 16 / 0.032
sky130_fd_sc_hd__nor2_1: 13 / 0.0049
sky130_fd_sc_hd__mux4_1: 10 / 0.026
sky130_fd_sc_hd__clkbuf_1: 8 / 0.0030
sky130_fd_sc_hd__buf_6: 4 / 0.0045
sky130_fd_sc_hd__nor3_1: 4 / 0.0020
sky130_fd_sc_hd__buf_1: 3 / 0.0011
sky130_fd_sc_hd__buf_2: 3 / 0.0015
sky130_fd_sc_hd__buf_4: 3 / 0.0022
sky130_fd_sc_hd__nand2b_1: 2 / 0.0012
sky130_fd_sc_hd__nand3b_1: 2 / 0.0015
sky130_fd_sc_hd__nor2b_1: 2 / 0.0012
sky130_fd_sc_hd__and2_1: 1 / 0.00062
sky130_fd_sc_hd__nand3_1: 1 / 0.00050
sky130_fd_sc_hd__or3b_2: 1 / 0.00087
[placed cells by master, fill, tap and decap left out, drive strengths merged]
master / n
edfxtp: 256
mux4: 64
clkdlybuf4s50: 39
buf: 34
a22oi: 32
clkbuf: 30
nand2: 17
dfxtp: 16
nor2: 13
clkinv: 12
nor3: 4
clkinvlp: 4
bufinv: 3
inv: 3
nor2b: 2
nand3b: 2
nand2b: 2
and2: 1
nand3: 1
or3b: 1
[layout make-up]
type,count,area share
clock buffer,30,0.0602
sequential,272,0.661
clock inverter,22,0.0170
timing repair buffer,73,0.0541
multi-input combinational,139,0.162
tap,442,0.0457
[per-stage QoR]
stage	instances	area (um^2)	hold slack [ns]	total power, mW	util
2_1_floorplan	432	10000	0.635	4.54	-
3_3_place_gp	926	11200	0.649	4.75	0.342
3_5_place_dp	926	11200	0.666	4.76	0.342
4_1_cts	978	12100	0.683	8.18	0.370
5_1_grt	978	12100	0.716	8.37	0.370
6_report	978	12100	0.679	8.10	0.370
[kinds of logic after synthesis]
kind of cell           after synthesis  synth area share
buffers and inverters               21            0.0123
and+or+nand+nor                     43            0.0192
DFF                                272             0.797
muxes                               64             0.147
AOI/OAI and AO/OA                   32            0.0239
No activity file was given, so power comes from the tool's default toggle rates.
