[config.mk]
export PLATFORM = sky130hd
export DESIGN_NAME = FSM
export DESIGN_NICKNAME = FSM
export VERILOG_FILES = /design/flow/design.v
export SDC_FILE = /design/flow/constraint.sdc
export NUM_CORES = 4
export LEC_CHECK = 1
export CORE_AREA = 10 10 70 70
export DIE_AREA = 0 0 80 80
[constraint.sdc]
current_design FSM

set clk_period 1.6
set clk_io_pct 0.2

create_clock -name clk0 -period $clk_period [get_ports {clk}]

set non_clock_inputs [all_inputs -no_clocks]
set_input_delay [expr $clk_period * $clk_io_pct] -clock clk0 $non_clock_inputs
set_output_delay [expr $clk_period * $clk_io_pct] -clock clk0 [all_outputs]
[design.v]
module FSM (
		input logic clk,
		input logic reset,
		input logic D,
  		input logic N,
		output logic out_value);
  typedef enum logic [1:0] {S0, S1, S2, S3} State;
	State currentState, nextState;
	always_ff @(posedge clk)
	if(reset) begin 
		currentState <= S0;
	end else begin
		currentState <= nextState;
	end
	always_comb begin
		case(currentState)
        S0: if(D) nextState = S2;
			else begin
              if(N) nextState = S1;
              else nextState = S0;
            end
        S1: if(D) nextState = S3;
			else begin
              if(N) nextState = S2;
              else nextState = S1;
            end
        S2: if(D | N) nextState = S3;
			else nextState = S2;
        S3: if(D | N) nextState = S1;
			else nextState = S3;
		default: nextState = S0;
		endcase
	end
  assign out_value = (currentState == S3);
endmodule
[run.sh]
#!/bin/bash
# OpenROAD 26Q1-2900-gdf79404cd8, Yosys 0.63+post, stock flow scripts
make -C /OpenROAD-flow-scripts/flow DESIGN_CONFIG=/design/flow/config.mk WORK_HOME=/design/flow/orfs finish
==> summary.txt <==
This memo summarizes the results of the implementation run.

Global routing
Global routing used 1.64% of the available tracks. The first global-routing pass estimated 779 um of wire. The initial antenna violation count was 0. Entering global routing, the biggest net connects 6 pins. After global routing the overflow that remains totals 0. The via count of the first global-routing pass was 185.

Floorplanning
Per the OpenROAD floorplan log, the area of the core is 3420 sq um. In this run the count of I/O pins placed on the die edge is 5. The die is 80 um wide.

The area of the die is 6400 sq um. The height of the die is 80 um. The report lists the number of standard-cell rows as 21. The fraction of the core area occupied by cells at floorplan is 4.54%.

Cells and area
The register with the most flip-flops in the final layout is currentState. The final design utilization is 8.06%. Leaving out buffers and inverters, the combinational logic in the layout accounts for 71.3 sq um. The register with the most flip-flops in the layout has 4 of them. The final-layout fill cell count is 401.

The area added between synthesis and finish is 77.4%. The share of final-layout standard cells stronger than drive strength 1 is 12.5%. The largest registers in the layout are currentState: 4 flops. Per the layout area report, the register area comes to 80.1 sq um.

Power
The report lists the power per cell area as 986 nW/um^2. The highest supply drop recorded on VDD is 0.000131 V. The analysis attributes to cell leakage a power of 0.0935 nW.

CTS
The quantity of gates resized following cts is 0. Per the repair_timing log after CTS, setup buffers inserted total 0. As reported, the later end of the worst-skew pair has a clock insertion delay of 0.24 ns. The number of buffers between clock root and the deepest sink is 2. For this design, the CTS-stage hold fixing added 0 buffers. CTS built an H-tree with a depth of 1.

The count of clock tree sinks is 4. The number of clock buffers added by TritonCTS is 3. TritonCTS built the clock tree. The clock-pin slew reported for the worst setup and hold paths after clock tree synthesis is 0.04 ns. The root cell of the clock tree is sky130_fd_sc_hd__clkbuf_4.

Run
Summing over the stages, the warning tally comes to 25. The report counts max-capacitance violations totalling 0.

Timing
The final timing report lists clock skew as 0.00289 ns. Setup repair after global routing left no endpoint under its margin. The count of pins over their slew limit is 0. The transition at the pin with the smallest max-transition slack is 0.192 ns. The final tally of setup violations is 0. Counting endpoints that fail hold in the final report gives 0.

For the final routed database, the setup TNS stands at 0 ns. The time the final worst path needs with I/O delays and setup is 1.43 ns. Static timing analysis puts the maximum clock frequency at 698 MHz.

The max-slew headroom at the worst pin is 87.1%. After layout, the worst path uses 89.6% of the clock period.

Setup path
The sum of buffers and inverters on the critical path is 1. The largest fanout on the critical path is 3. The endpoint kind of the worst setup timing path is an output pin. The maximum single-stage delay on the critical path is 0.51 ns. Per STA, the worst path is made up of clkdlybuf4s50_1. The OpenROAD report gives the critical path a data arrival time of 1.11 ns.

The category of the most critical setup path is reg2out. The slowest stage of the critical path is the sky130_fd_sc_hd__clkdlybuf4s50_1 cell. According to the timing report, the data required time at the worst endpoint equals 1.28 ns. Grouping stages by cell kind, the critical path spends the most delay in buffers and inverters. The worst setup path is launched from a flop.

Synthesis
The synthesized flop and latch total is 4. Synthesis produced 17 cells. The summed standard-cell area reported by yosys is 155 sq um. The mapped netlist covers 155 sq um. The dominant kind of combinational cell is simple AND/OR/NAND/NOR gates. For this run, the number of Yosys warnings is 1. The xor/xnor share of the synthesized area is 0%. The simple-gate share of the synthesized area is 21.8%.

The synthesized area divided by synthesized cell count is 9.13 sq um. The cell count listed in synth_stat.txt is 17. In this run, distinct cell masters in the synthesized netlist total 9. Summing all multiplexer cells gives an area fraction of 6.45%.

Of the total synthesized cell area, the portion taken by AND-OR and OR-AND cells is 17.7%. After synthesis, flip-flops and latches occupy 51.6% of the total area. The adder-cell area share of the yosys netlist is 0%.

Drt
The script parses the final routing iteration and logs DRC violations as 0. The remaining number of nets flagged by the antenna check after routing is 0. Per the detail_route report, the via count comes to 141.

The total wire length is 449 um. The number of vias per cell is 2.01. The initial detailed-routing violation count is 6. The number of iterations in the first detailed-routing pass is 3.

The script logs the mean routed wire length per placed instance as 6.41 um. The antenna diode count is 0.

Placed design
The congestion estimate from routability-driven global placement came to 0.647. The final HPWL from detailed placement is 317 um. As logged by OpenROAD, the buffers inserted on ports number 4.

Status
The flow ran to the end, and the final reports show no timing, DRC or antenna violations.

Min path
The worst hold-check path type is reg2reg.
## cells in the final DEF (no fill, tap or decap), types with 2 or more instances in the layout
cell type,netlist,layout
sky130_fd_sc_hd__nor3_1,4,4
sky130_fd_sc_hd__dfxtp_1,4,4
sky130_fd_sc_hd__clkdlybuf4s50_1,0,4
sky130_fd_sc_hd__clkbuf_4,0,3
sky130_fd_sc_hd__nor2_1,2,2
sky130_fd_sc_hd__a211oi_1,2,2
## power breakdown
group          switching [mW]  total, mW  internal (mW)  leakage [nW]
registers             0.00576      0.114          0.108        0.0333
clock network          0.0422      0.126         0.0840        0.0138
logic                  0.0126     0.0311         0.0185        0.0464
total                  0.0606      0.271          0.211        0.0935
## metrics by stage
step / std cells / power [mW] / hold slack (ns) / instance area (sq um) / setup slack [ns]
after floorplan: 17 / 0.127 / 0.393 / 155 / 0.870
after global placement: 67 / 0.145 / 0.461 / 253 / 0.251
after detailed placement: 67 / 0.146 / 0.470 / 253 / 0.216
after CTS: 70 / 0.281 / 0.479 / 275 / 0.147
after global routing: 70 / 0.290 / 0.527 / 275 / 0.112
final: 70 / 0.271 / 0.479 / 275 / 0.167
## logic make-up (layout without fill, tap and decap cells)
| kind of cell | after synthesis | in the layout |
|---|---|---|
| simple gates | 7 | 7 |
| buf+inv | 1 | 8 |
| flops | 4 | 4 |
| compound gates | 4 | 4 |
| mux | 1 | 1 |
## per-layer routing
| metal | part of all wire, % | global-route usage (%) |
|---|---|---|
| met5 | 0 | 0 |
| met4 | 0 | 0.880 |
| met3 | 27 | 2.39 |
| met2 | 29 | 1.69 |
| met1 | 44 | 1.59 |
## final timing paths
kind / slack [ns] / cells past startpoint / to / startpoint
worst min-delay path: 0.48 / 1 / currentState[0] / currentState[0]
worst max-delay path: 0.17 / 1 / out_value / currentState[3]
worst max register to register: 0.83 / 3 / currentState[2] / currentState[0]
worst min register to register: 0.48 / 1 / currentState[0] / currentState[0]
## synth_stat cells
master / n / area share, %
sky130_fd_sc_hd__a211oi_1: 2 / 9.7
sky130_fd_sc_hd__a21oi_1: 1 / 3.2
sky130_fd_sc_hd__nor3_1: 4 / 13
sky130_fd_sc_hd__inv_1: 1 / 2.4
sky130_fd_sc_hd__dfxtp_1: 4 / 52
sky130_fd_sc_hd__nand2b_1: 1 / 4.0
sky130_fd_sc_hd__mux2i_1: 1 / 6.5
sky130_fd_sc_hd__a21o_1: 1 / 4.8
sky130_fd_sc_hd__nor2_1: 2 / 4.8
## area by class of cell
type                    count  area share [%]
inverters                   1            1.36
flip-flops and latches      4            29.1
multi-input cells          12            25.9
clock buffers               3            8.18
well taps                  46            20.9
repair buffers              4            14.5
No activity file was given, so power comes from the tool's default toggle rates.
